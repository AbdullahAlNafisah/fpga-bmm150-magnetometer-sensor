==> flow/config.mk <==
export PLATFORM = sky130hd
export DESIGN_NAME = spi_master_bmm150
export DESIGN_NICKNAME = spi_master_bmm150
export VERILOG_FILES = /design/flow/design.v
export SDC_FILE = /design/flow/constraint.sdc
export NUM_CORES = 4
export LEC_CHECK = 1
export CORE_UTILIZATION = 30
==> flow/constraint.sdc <==
current_design spi_master_bmm150

set clk_period 10.5
set clk_io_pct 0.2

create_clock -name clk0 -period $clk_period [get_ports {clk}]

set non_clock_inputs [all_inputs -no_clocks]
set_input_delay [expr $clk_period * $clk_io_pct] -clock clk0 $non_clock_inputs
set_output_delay [expr $clk_period * $clk_io_pct] -clock clk0 [all_outputs]
==> flow/design.v <==
`timescale 1ns / 1ps
module spi_master_bmm150 #(
    parameter CLK_HZ  = 50_000_000,   
    parameter SPI_CLK = 5_000_000     
) (
    input logic clk,
    input logic rst_n,
    input logic enable,
    input  logic        start,        
    input  logic        burst,        
    input  logic        rw,           
    input  logic [ 6:0] reg_addr,     
    input  logic [ 7:0] tx_data,      
    output logic [ 7:0] rx_data,      
    output logic [63:0] burst_data,   
    output logic        busy,         
    output logic        done,         
    output logic sclk,
    output logic mosi,
    input  logic miso,
    output logic cs_n
);
  localparam integer DIVIDER = CLK_HZ / (2 * SPI_CLK);
  localparam integer COUNTER_WIDTH = $clog2(DIVIDER);
  logic [COUNTER_WIDTH-1:0] clk_cnt;
  logic clk_pulse, sclk_b, prev_sclk_b;
  always_ff @(posedge clk or negedge rst_n) begin
    if (!rst_n) begin
      clk_cnt <= 0;
      clk_pulse <= 1'b0;
      sclk_b <= 1'b1;
      prev_sclk_b <= 1'b1;
    end else if (enable) begin
      clk_pulse   <= 1'b0;
      prev_sclk_b <= sclk_b;
      if (start) begin
        clk_cnt <= 0;
        clk_pulse <= 1'b1;
        sclk_b <= 1'b1;
      end else if (clk_cnt == COUNTER_WIDTH'(DIVIDER - 1)) begin
        clk_cnt <= 0;
        clk_pulse <= 1'b1;
        sclk_b <= !sclk_b;
      end else begin
        clk_cnt <= clk_cnt + 1;
      end
    end else begin
      clk_cnt <= 0;
      clk_pulse <= 1'b0;
      prev_sclk_b <= 1'b1;
      sclk_b <= 1'b1;
    end
  end
  typedef enum logic [7:0] {
    IDLE,
    START,
    SEND_RW,
    SEND_ADDR,
    SEND_RECEIVE_DATA,
    READ_BURST_DATA,
    STOP
  } state_t;
  state_t state, next_state;
  always_ff @(posedge clk or negedge rst_n) begin
    if (!rst_n) begin
      state <= IDLE;
    end else begin
      state <= next_state;
    end
  end
  logic mosi_b;
  logic [5:0] bits_cnt;
  always_comb begin
    next_state = state;
    case (state)
      IDLE: if (enable && start) next_state = START;
      START: if (prev_sclk_b == 1'b1 && sclk_b == 1'b0) next_state = SEND_RW;
      SEND_RW: if (prev_sclk_b == 1'b1 && sclk_b == 1'b0) next_state = SEND_ADDR;
      SEND_ADDR:
      if (prev_sclk_b == 1'b1 && sclk_b == 1'b0 && bits_cnt == 0) begin
        if (burst == 1'b1) next_state = READ_BURST_DATA;
        else next_state = SEND_RECEIVE_DATA;
      end
      SEND_RECEIVE_DATA:
      if (prev_sclk_b == 1'b0 && sclk_b == 1'b1 && bits_cnt == 0) next_state = STOP;
      READ_BURST_DATA:
      if (prev_sclk_b == 1'b0 && sclk_b == 1'b1 && bits_cnt == 0) next_state = STOP;
      STOP: if (sclk_b == 1'b1) next_state = IDLE;
      default: next_state = IDLE;
    endcase
  end
  always_ff @(posedge clk or negedge rst_n) begin
    if (!rst_n) begin
      busy <= 1'b1;
      mosi_b <= 1'b1;
      bits_cnt <= 0;
      done <= 1'b0;
      rx_data <= 8'h00;
      burst_data <= 64'd0;
    end else begin
      case (state)
        IDLE: begin
          busy   <= 1'b0;
          done   <= 1'b0;
          mosi_b <= 1'b1;
        end
        START: begin
          busy <= 1'b1;
        end
        SEND_RW: begin
          busy <= 1'b1;
          if (sclk_b == 1'b0) begin
            mosi_b   <= rw;
            bits_cnt <= 6;
          end
        end
        SEND_ADDR: begin
          if (sclk_b == 1'b0) begin
            mosi_b <= reg_addr[bits_cnt];
            if (prev_sclk_b == 1'b1) begin
              if (bits_cnt != 0) bits_cnt <= bits_cnt - 1;
              else begin
                if (burst) bits_cnt <= 63;
                else bits_cnt <= 7;
              end
            end
          end
        end
        SEND_RECEIVE_DATA: begin
          if (sclk_b == 1'b0) begin
            mosi_b <= tx_data[bits_cnt];
            if (prev_sclk_b == 1'b1) begin
              if (bits_cnt != 0) bits_cnt <= bits_cnt - 1;
            end
          end else if (prev_sclk_b == 1'b0 && sclk_b == 1'b1) rx_data <= {rx_data, miso};
        end
        READ_BURST_DATA: begin
          if (prev_sclk_b == 1'b1 && sclk_b == 1'b0) begin
            if (bits_cnt != 0) bits_cnt <= bits_cnt - 1;
          end else if (prev_sclk_b == 1'b0 && sclk_b == 1'b1) burst_data <= {burst_data, miso};
        end
        STOP: begin
          if (prev_sclk_b == 1'b1) begin
            done <= 1'b1;
          end
        end
        default: begin
          busy <= 1'b1;
          mosi_b <= 1'b1;
          bits_cnt <= 0;
          rx_data <= 8'h00;
          burst_data <= 64'd0;
        end
      endcase
    end
  end
  assign cs_n = (state != IDLE) ? 1'b0 : 1'b1;
  assign sclk = (state != IDLE && next_state != IDLE) ? sclk_b : 1'b1;
  assign mosi = mosi_b;
endmodule
==> flow/run.sh <==
#!/bin/bash
# OpenROAD 26Q1-2900-gdf79404cd8, Yosys 0.63+post, stock flow scripts
make -C /OpenROAD-flow-scripts/flow DESIGN_CONFIG=/design/flow/config.mk WORK_HOME=/design/flow/orfs finish
==> run_results.csv <==
group,metric,value,unit
placed_design,gp_congestion,0.861,
grt,grt_remaining_overflow,0,
final_layout,layout.cells.most_common_list,"136 x nand2_1, 97 x clkdlybuf4s50_1, 90 x dfrtp_1",
placed_design,place_area,0.00542,mm²
detailed_routing,postRouteAntennaNets,0,
floorplanning,io_pins,99,
detailed_routing,first_iter_violations,201,
final_layout,fill_cells,1377,
setup_path,path_cells,"clkdlybuf4s50_1 > or4_1 > a32oi_1 > a211oi_1 > o21ai_0 > clkdlybuf4s50_1",
outcome,status,"complete, no violations",
synthesis,postSynthCellCount,465,
grt,track_usage,13.7,%
floorplanning,rows,43,
final_timing,rsz0062_at_grt,"no",
clock_tree,cts_max_level,3,
synthesis,flop_cell,"dfrtp_1",
synthesis,yosysCellCount,465,
setup_path,critPathKind,"primary input to output pin",
grt,grt_pass1_vias,3177,
clock_tree,cts_tree,"yes",
synthesis,ys_seq_share,54.2,%
synthesis,async_flop_share,100,%
final_layout,drive_gt1_share,7.04,%
clock_tree,cts_root_buffer,"clkbuf_16",
setup_path,end_kind,"output pin",
hold_path,hold_depth,2,
final_layout,instances_no_fill,734,
detailed_routing,routed_wl,9900,µm
final_timing,period_used_share,59.5,%
setup_path,cp.arrival,4.15,ns
floorplanning,die_h,122,µm
detailed_routing,antenna_cells,0,
synthesis,avgSynthCellArea,9.36,µm²
power_and_ir_drop,p_per_area,122,mW/mm²
setup_path,start_kind,"primary input",
setup_path,cpMostUsedCell,"clkdlybuf4s50_1",
setup_path,crit_family,"buffers and inverters",
placed_design,preCtsSetupSlack,4.28,ns
setup_path,required,8.40,ns
setup_path,cp_max_fo,4,
setup_path,cp.depth,6,
detailed_routing,vias_per_cell,4.84,
power_and_ir_drop,power.leakage,2.24,nW
synthesis,netlist_area,0.00435,mm²
placed_design,port_buffers,98,
detailed_routing,wl_per_cell,13.5,µm
clock_tree,cts.sinks,94,
clock_tree,clk_pin_slew,0.06,ns
synthesis,yosys_area,0.00435,mm²
placed_design,dp_cells,718,
setup_path,r2r_cells,6,
synthesis,synthTopCellsByArea,"dfrtp_1 52%, nand2_1 12%, o21ai_0 8.1%",
detailed_routing,drc_errors,0,
clock_tree,cts_setup_buffers,0,
final_timing,finalSetupViolCount,0,
final_layout,final_common_cell,"nand2_1",
grt,antenna_found_initial,0,
floorplanning,die_w,122,µm
grt,grt_max_degree,77,
floorplanning,die_area,0.0150,mm²
final_layout,area_growth,31.1,%
setup_path,slowest_delay,0.55,ns
flow_run,drv_cap,0,
clock_tree,clockBufferDepth,2,
final_timing,worst_pin_slew,0.701,ns
setup_path,worst-path-buf-inv,2,
synthesis,ys_warn_count,1,
final_timing,worst_slack,4.25,ns
final_timing,setup_tns,0,ns
synthesis,yosysTopAreaCell,"dfrtp_1",
floorplanning,core,0.0140,mm²
clock_tree,clk_latency,0.34,ns
flow_run,warning_count,26,
placed_design,dp_hpwl,6520,µm
final_timing,holdWs,0.496,ns
final_timing,fmax,160,MHz
floorplanning,initCoreUtil,31.1,%
synthesis,synth.distinct_cells,60,
grt,grt_pass1_wl,15900,µm
clock_tree,cts_inserted_buffers,9,
final_timing,slew-limit-headroom,52.9,%
final_timing,timing.final.max_slew_violations,0,
final_timing,fin_crit,6.25,ns
setup_path,crit_slowest_cell,"or4_1",
hold_path,worstHoldPathType,"register to register",
final_layout,design_area,0.00570,mm²
detailed_routing,dr.pass1.iters,4,
synthesis,yosysTopAreaCellShare,51.8,%
synthesis,edf_count,0,
clock_tree,cts_resized,0,
power_and_ir_drop,ir_drop,0.0000936,V
clock_tree,cts_hold_buffers,0,
synthesis,numSynthFlops,94,
detailed_routing,num_vias,3550,
final_timing,hold_viol,0,
final_timing,clock-skew-final,0.00565,ns
worst min-delay path, cell delays in order (launching register included):
cell,delay [ns]
dfrtp_1,0.35
nand2_1,0.05
o21ai_0,0.06
metal layers:
metal  GRT usage, %  share of wire, %
met1           21.5                49
met2           20.5                46
met5              0                 0
met4           1.68               1.2
met3           2.94               4.4
cells by family after synthesis:
group	after synthesis	share of synthesized area, %
mux	5	1.24
simple gates	189	18.8
fa+ha+maj	3	0.863
compound gates	131	19.3
xor+xnor	2	0.403
other cells	1	0.0862
buf+inv	40	5.18
flops	94	54.2
cells in the mapped netlist, drive strengths merged, types with 5 or more instances:
| library cell | number |
|---|---|
| a31oi | 7 |
| nor3 | 5 |
| dfrtp | 90 |
| nor2b | 6 |
| nand2 | 136 |
| a22o | 8 |
| a21oi | 7 |
| o21ai | 71 |
| nor2 | 17 |
| clkbuf | 14 |
| buf | 19 |
| a211oi | 7 |
| inv | 6 |
metrics by stage:
stage | util [%] | power, W
2_1_floorplan | - | 0.000381
4_1_cts | 40.8 | 0.000712
3_5_place_dp | 38.8 | 0.000399
5_1_grt | 40.8 | 0.000727
3_3_place_gp | 38.8 | 0.000398
6_report | 40.8 | 0.000698
sequential cells by signal (all words and copies together) (netlist names), 3 cells and up:
name,cells
rx_data,8
clk_cnt,3
state,8
bits_cnt,6
burst_data,64
power by group:
group	switching [W]	leakage, nW	internal (W)
combinational	0.0000151	0.818	0.0000111
clock	0.000133	0.140	0.000173
sequential	0.00000141	1.29	0.000364
total	0.000150	2.24	0.000548
layout make-up:
cell class | instances | area (µm²) | share of cell area [%]
clock buffer | 13 | 260 | 4.56
clock inverter | 3 | 18.8 | 0.329
inverter | 7 | 26.3 | 0.461
multi-input combinational | 335 | 1810 | 31.7
sequential | 94 | 2360 | 41.3
tap | 180 | 225 | 3.95
timing repair buffer | 102 | 1010 | 17.7
worst paths after layout:
path | from | endpoint | slack [ns]
hold / removal | burst_data[63] | burst_data[63] | 0.50
max in group asynchronous | rst_n | burst_data[57] | 7.68
min in group asynchronous | rst_n | burst_data[20] | 1.78
setup / recovery | burst | sclk | 4.25
setup reg to reg | state[3] | burst_data[37] | 7.61
hold reg to reg | burst_data[63] | burst_data[63] | 0.50
Power and IR drop assume default switching activity.
